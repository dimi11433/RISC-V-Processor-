==> /design/flow/design.v <==
module AluControl(
    input [1:0]ALUop,
    input [2:0]funct3,
    input [6:0]funct7,
    output reg [3:0] aluControl
);
    always@(*)begin
        case(ALUop)
            2'b00: aluControl = 4'b0010;  
            2'b01: aluControl = 4'b0110;  
            2'b10:begin 
                case(funct3)
                    3'b000:begin 
                        case(funct7)
                            7'b0000000: aluControl = 4'b0010;  
                            7'b0100000: aluControl = 4'b0110;  
                            default: aluControl = 4'b1111;  
                        endcase 
                    end 
                    3'b100: aluControl = 4'b0111;  
                    3'b110: aluControl = 4'b0001;  
                    3'b111: aluControl = 4'b0000;  
                    default: aluControl = 4'b1111;  
                endcase 
            end 
            default: aluControl = 4'b1111;  
        endcase 
    end 
endmodule 
==> /design/flow/run.sh <==
#!/bin/bash
# OpenROAD 26Q1-2900-gdf79404cd8, Yosys 0.63+post, stock flow scripts
make -C /OpenROAD-flow-scripts/flow DESIGN_CONFIG=/design/flow/config.mk WORK_HOME=/design/flow/orfs finish
==> /design/flow/config.mk <==
export PLATFORM = sky130hd
export DESIGN_NAME = AluControl
export DESIGN_NICKNAME = AluControl
export VERILOG_FILES = /design/flow/design.v
export SDC_FILE = /design/flow/constraint.sdc
export NUM_CORES = 4
export LEC_CHECK = 1
export CORE_AREA = 10 10 70 70
export DIE_AREA = 0 0 80 80
==> /design/flow/constraint.sdc <==
current_design AluControl

set clk_period 2.1
set clk_io_pct 0.2

create_clock -name clk0 -period $clk_period

set non_clock_inputs [all_inputs -no_clocks]
set_input_delay [expr $clk_period * $clk_io_pct] -clock clk0 $non_clock_inputs
set_output_delay [expr $clk_period * $clk_io_pct] -clock clk0 [all_outputs]
==> reports/results.ini <==
[logic_synthesis]
ys_cells = 13
synthCells = 13
area_leaders = nor4_4 (22%), nor3_1 (11%), and3b_1 (9.2%)
synth_cell_type_count = 11
seq_area_frac_synth = 0
synthTopCellsByCount = nand2_1 (2), nor3_1 (2)
yosysTopAreaCellShare = 0.224
yosys.area.top_type = nor4_4
syn_avg_cell_area_sq_um = 7.31
netlist_area_sq_um = 95.1
ys_chip_area_sq_um = 95.1
ys_warn_count = 1

[drt]
n_antenna_cell = 0
viasPerCell = 2.38
drcViolationCount = 0
routed_wl_um = 797
first_iter_violations = 12
post_drt_wl_per_cell_um = 10.1
antenna_left = 0
firstDrtPassIters = 2
via_count = 188

[final_layout]
seq_area_sq_um = 0
ff_count = 0
n_fill_cell = 407
clock_buffer_count = 0
area_growth_pct = 246
final_cells = 79
layout-drive-gt1-share = 0.242
finish.utilization = 0.0963

[final_timing]
setup_tns_ns = 0
min_period_ns = 2.00
worst_slew_pin_slew_ns = 0.216
rsz0062_at_grt = no
hold_viol = 0
timing.slew.headroom = 0.855
slew_viol_final = 0
period_used_share = 0.954
timing.fmax_mhz = 499
setup_viol = 0
worst_slack_ns = 0.0967

[floorplanning]
rows = 21
fp_util = 0.0278
fp.dieW_um = 80
core_area_sq_um = 3420
dieArea_sq_um = 6400
die_y_um = 80
ios = 16

[power_and_ir_drop]
p_leak_nw = 0.134
finalPower_mw = 0.0436
peakVddDrop_v = 0.0000342
p_per_area_nw_per_um2 = 132

[global_route]
overflow = 0
grt_max_degree = 5
grt_usage = 0.0233
grt_first_pass_wirelength_um = 1100
grt_pass1_vias = 212
antenna_found_initial = 0

[placed_design]
dp.cells = 77
gp_congestion = 0.677
place.port_buffers = 16
hpwl_um = 691
place_ws_ns = -0.278

[critical_path]
crit_path_start_kind = input pin
path_class = input pin to output pin
crit_required_ns = 1.68
end_kind = output pin
critPathLaunch = funct7[4]
crit_arrival_ns = 1.58
cp_max_fo = 2

[worst_hold_path]
hold_class = input pin to output pin
min_from = funct7[3]

[status]
run_status = complete, no violations

[job]
warnings = 32
max_cap_violations = 0

[cts]
ctsHoldBuffers = 0

## per-stage QoR
step / instance area, sq um / hold slack, ns
floorplan: 95.1 / 0.855
global route: 329 / 1.41
detailed placement: 328 / 1.91
finish: 329 / 1.35
CTS: 327 / 1.50
global placement: 328 / 1.91
## critical path, stage by stage
cell	delay [ns]
clkdlybuf4s15_1	0.22
nor4_4	0.24
buf_4	0.15
a21oi_1	0.05
o31a_1	0.24
dlygate4sd2_1	0.26
## repair_timing
item,in CTS,in global routing
pin swaps,5,3
setup endpoints to repair,4,1
resized,14,5
setup buffers,1,1
## layout by cell type, fill, tap and decap left out
master and count:
a21boi_0 1, nand3_1 1, nor3_2 1, dlygate4sd2_1 9, clkbuf_2 2, buf_4 4, and3_1 1, and3b_1 1
nand2_1 2, dlymetal6s2s_1 1, nor2b_1 1, a21oi_1 1, o31a_1 1, nor3_1 1, o22a_1 1, nor4_4 1
clkdlybuf4s50_1 3, clkdlybuf4s15_1 1
## cells by family (layout without fill, tap and decap cells)
logic type             count (synthesis)  in the layout  synth area share
AND/OR/NAND/NOR                        9              9             0.684
buffers and inverters                  0             20                 0
AND-OR/OR-AND                          4              4             0.316
## cell type report
class	count	area (sq um)	share of cell area
well taps	46	57.6	0.175
repair buffers	20	171	0.521
multi-input cells	13	100	0.304
## layer usage
metal,share of wire,GRT usage,vias up,wire length [um]
li1,-,-,92,-
met1,0.51,0.0356,84,410
met2,0.31,0.0257,12,247
met3,0.17,0.0170,0,139
met4,0,0,0,0
met5,0,0,-,0
## final timing paths
path                       endpoint  slack, ns  cells past startpoint
worst max-delay path  aluControl[3]        0.1                      6
worst min-delay path  aluControl[0]       1.35                      5
## where the power goes
part           internal, mW  switching, mW  leakage, nW
clock network             0              0            0
logic                0.0267         0.0169        0.134
registers                 0              0            0
Power figures rest on the tool's default switching activity, not on a simulated workload.
